`config.mk`:
```
export PLATFORM = sky130hd
export DESIGN_NAME = norefund_machine
export DESIGN_NICKNAME = norefund_machine
export VERILOG_FILES = /design/flow/design.v
export SDC_FILE = /design/flow/constraint.sdc
export NUM_CORES = 4
export LEC_CHECK = 1
export CORE_AREA = 10 10 70 70
export DIE_AREA = 0 0 80 80
```
`constraint.sdc`:
```
current_design norefund_machine

set clk_period 1.1
set clk_io_pct 0.2

create_clock -name clk0 -period $clk_period [get_ports {sys_clk}]

set non_clock_inputs [all_inputs -no_clocks]
set_input_delay [expr $clk_period * $clk_io_pct] -clock clk0 $non_clock_inputs
set_output_delay [expr $clk_period * $clk_io_pct] -clock clk0 [all_outputs]
```
`design.v`:
```
module norefund_machine(  
    input wire pi_money_one,  
    input wire pi_money_half,  
    input wire sys_clk,  
    input wire sys_rst_n,  
    output reg po_beverage,  
    output reg po_money  
);  
    reg [3:0] state;  
    wire [1:0] pi_money;  
    assign pi_money = {pi_money_one, pi_money_half};  
    parameter IDLE = 4'b0001;  
    parameter HALF = 4'b0010;  
    parameter ONE = 4'b0100;  
    parameter ONEHALF = 4'b1000;  
    always @(posedge sys_clk or negedge sys_rst_n) begin  
        if (!sys_rst_n) begin  
            state <= IDLE;  
        end else begin  
            case(state)  
                IDLE: begin  
                    if (pi_money == 2'b01)  
                        state <= HALF;  
                    else if (pi_money == 2'b10)  
                        state <= ONE;  
                    else  
                        state <= IDLE;  
                end  
                HALF: begin  
                    if (pi_money == 2'b01)  
                        state <= ONE;  
                    else if (pi_money == 2'b10)  
                        state <= ONEHALF;  
                    else  
                        state <= HALF;  
                end  
                ONE: begin  
                    if (pi_money == 2'b01)  
                        state <= ONEHALF;  
                    else if (pi_money == 2'b10)  
                        state <= IDLE;  
                    else  
                        state <= ONE;  
                end  
                ONEHALF: begin  
                    if (pi_money == 2'b01 || pi_money == 2'b10)  
                        state <= IDLE;  
                    else  
                        state <= ONEHALF;  
                end  
                default: state <= IDLE;  
            endcase  
        end  
    end  
    always @(posedge sys_clk or negedge sys_rst_n) begin  
        if (!sys_rst_n) begin  
            po_beverage <= 1'b0;  
        end else begin  
            if ((state == ONE && pi_money == 2'b10) ||   
                (state == ONEHALF && (pi_money == 2'b10 || pi_money == 2'b01)))  
                po_beverage <= 1'b1;  
            else   
                po_beverage <= 1'b0;  
        end  
    end  
    always@(posedge sys_clk or negedge sys_rst_n) begin
       if(sys_rst_n == 1'b0) begin
           po_money <= 1'b0;
       end else if((state == ONEHALF) && (pi_money == 2'b10)) begin
           po_money <= 1'b1;
       end else begin
           po_money <= 1'b0;
		 end
    end
endmodule 
```
`run.sh`:
```
#!/bin/bash
# OpenROAD 26Q1-2900-gdf79404cd8, Yosys 0.63+post, stock flow scripts
make -C /OpenROAD-flow-scripts/flow DESIGN_CONFIG=/design/flow/config.mk WORK_HOME=/design/flow/orfs finish
```
==> flow report <==
====================================================================================
Reg-to-Reg End                                                              state[2]
Worst EP arrival                                                             0.82 ns
Post-synth area hogs                                                    dfrtp_1 (50%), dfstp_2 (10%), ha_1 (10%)
CTS HTree Levels                                                                   1
Pwr dens                                                                1500 nW/um^2
Top achievable clock speed                                                   965 MHz
Worst-margin pin slew                                                       0.291 ns
Post-synthesis sequential element count                                            6
Clock tree root buffer cell                                                 clkbuf_4
Combinational Area                                                         96.3 um^2
Register cell area after layout                                             151 um^2
Met3 routing resource usage after global routing                               2.27%
Non-filler cells in the finished layout                                           79
Run status                                                                 completed
Critical-path top delay cell                                                 dfrtp_1
Setup repair after global routing missed its margin                               no
Met2 track demand over resource in global routing                              2.09%
Library cell with the largest summed area after synthesis                    dfrtp_1
Number of antenna violations at the first check in global routing                  0
Crit path buf inv count                                                            1
Post-DP HPWL                                                                  402 um
Count of distinct cell types in the synthesized netlist                           10
Reported leakage power                                                      0.197 nW
Total number of vias                                                             192
Die extent in y                                                                80 um
Routed length per instance                                                   6.27 um
Hold Crit Class                                                         primary input to async pin
Total setup buffers inserted after CTS                                             0
Max-capacitance violation count                                                    0
Yosys warnings                                                                     1
CP Launch Type                                                             flip-flop
Cell Count Post-Placement                                                         75
Placement-stage worst setup slack                                          -0.525 ns
Summed instance area of the synthesized netlist                             251 um^2
Pre-Repair DR Iteration Count                                                      4
Yosys chip area                                                             251 um^2
Overall overflow remaining after global route                                      0
Number of cell instances on the worst register-to-register path                    2
Post-Route WL                                                                 495 um
Ys flop type                                                                 dfrtp_1
Largest net degree at the start of global routing                                  7
Number of max-slew violations in the final report                                  0
WP data required                                                             0.88 ns
Share of the cycle needed by the critical path after routing                   94.2%
Family with the most delay on the worst path                              flip-flops
IR Drop Worst-Case VDD                                                      0.351 mV
Final min period                                                             1.04 ns
Number of antenna-violating nets in the routed design                              0
Share of synthesized area occupied by flip-flops and latches                   60.2%
CTS Buf Count                                                                      3
Setup slack on the worst flop-to-flop path                                   0.19 ns
Setup Skew                                                                0.00198 ns
Global-route wire length before repair                                        959 um
Via count of the first global-routing pass                                       225
# diodes                                                                           0
Insertion delay to the later sink of the worst-skew pair                     0.24 ns
Most used standard cells in the synthesized netlist                     dfrtp_1 (5), inv_1 (5), a222oi_1 (2), ha_1 (2), nand2_1 (2)
IO Port Bufs                                                                       5
Die Span X                                                                     80 um
Flip-flops with a built-in enable                                                  0
Number of fill cells in the layout                                               393
Core area                                                                  3420 um^2
Number of clock sinks                                                              6
GP Congestion                                                                  0.674
Cell Area, Placed                                                           382 um^2
Fraction of final layout cells with drive strength greater than 1              33.3%
Layout Cell Area excl Fill                                                  419 um^2
Std-Cell Rows                                                                     21
Effective utilization at floorplan                                             7.36%
Met1 layer usage reported by global route                                      2.48%
Buffer levels on the longest clock path                                            2
Share of the core filled with cells in the final layout                        12.3%
Launch point of the critical path                                           po_money
Total die area                                                             6400 um^2
Clock Pin Slew Worst Setup and Hold Paths                                    0.05 ns
Slew HR                                                                        80.6%
Gr busiest metal                                                                met1
Number of standard cells reported by yosys                                        21
Final setup fails                                                                  0
Proportion of synthesized flip-flops having asynchronous set or reset           100%
Min setup slack post-route                                                 0.0637 ns
Log Warnings                                                                      26
Nature of the critical path endpoint                                      output pin
DRC Markers                                                                        0
Post-synthesis instance total                                                     21
Series of cell instances along the critical path                        dlygate4sd2_1
Top-level I/O count                                                                6
Largest stage delay, worst path                                              0.34 ns
Largest fanout on the critical path                                                1
Setup Crit Path Kind                                                    flip-flop to output pin
Synth-to-layout area growth                                                    66.7%
Number of endpoints with negative hold slack in the final report                   0
Area share of the largest cell type after synthesis                            49.8%
Launch point of the worst reg-to-reg path                                   state[2]
Vias per Instance                                                               2.43
Total track usage                                                              1.95%
TritonCTS clock tree                                                           built
Avg Synthesized Cell Area                                                  12.0 um^2
Post-CTS Hold Fix Bufs                                                             0
Detailed router's first-iteration violation count                                 15
====================================================================================
==> how the worst max path moves through the flow <==
stage	to	slack, ns	cells past startpoint
after CTS	state[2]	0.009	5
after global routing	po_money	0.01	1
final	po_money	0.06	1
==> sequential cells by signal (all words and copies together) (netlist names) <==
signal / flops
state: 4
po_beverage: 1
po_money: 1
==> cell usage in the layout (no fill, tap or decap) <==
| master | count |
|---|---|
| a222oi_1 | 2 |
| a22o_2 | 1 |
| and2_1 | 1 |
| buf_4 | 3 |
| clkbuf_1 | 1 |
| clkbuf_4 | 3 |
| clkdlybuf4s15_1 | 1 |
| clkdlybuf4s50_1 | 1 |
| dfrtp_1 | 5 |
| dfstp_2 | 1 |
| dlygate4sd2_1 | 3 |
| ha_2 | 1 |
| ha_4 | 1 |
| inv_1 | 4 |
| inv_2 | 1 |
| nand2_1 | 2 |
| o211ai_1 | 1 |
| o21ai_0 | 1 |
==> final cells by class <==
| cell class | count | area share (%) |
|---|---|---|
| Clock buffer | 4 | 6.27 |
| Tap cell | 46 | 13.7 |
| Multi-Input combinational cell | 10 | 23.0 |
| Inverter | 5 | 4.48 |
| Sequential cell | 6 | 36.1 |
| Timing Repair Buffer | 8 | 16.4 |
==> where the power goes <==
part | switching (mW) | total, mW | internal, mW
Sequential | 0.0319 | 0.308 | 0.276
Clock | 0.0770 | 0.214 | 0.137
Combinational | 0.0426 | 0.107 | 0.0642
==> routing by layer <==
layer | share of wire (%) | up-vias | wire length, um
met5 | 0 | - | 0
met4 | 0 | 0 | 0
met3 | 26 | 0 | 127
met2 | 29 | 12 | 143
met1 | 45 | 83 | 225
li1 | - | 97 | -
==> per-stage QoR <==
stage	hold slack (ns)	power, mW	TNS (ns)
floorplan	-0.0756	0.356	0
global placement	0.465	0.408	-2.23
detailed placement	0.476	0.419	-2.47
CTS	0.214	0.640	0
global route	0.216	0.691	0
finish	0.216	0.629	0
==> kinds of logic after synthesis <==
logic type,after synthesis,synth area share [%]
flops,6,60.2
compound gates,5,16.9
buf+inv,5,7.46
simple gates,3,5.48
fa+ha+maj,2,9.95
==> timing repair <==
action,in CTS,in global routing
endpoints found under the hold margin,0,0
resized,6,2
setup endpoints to repair,8,2
cloned,0,0
pin swaps,1,1
Power is estimated from default activity; no workload was simulated.
